File: run.sh
#!/bin/bash
# OpenROAD 26Q1-2900-gdf79404cd8, Yosys 0.63+post, stock flow scripts
make -C /OpenROAD-flow-scripts/flow DESIGN_CONFIG=/design/flow/config.mk WORK_HOME=/design/flow/orfs finish
File: config.mk
export PLATFORM = sky130hd
export DESIGN_NAME = slink_bist_regs_top
export DESIGN_NICKNAME = slink_bist_regs_top
export VERILOG_FILES = /design/flow/design.v
export SDC_FILE = /design/flow/constraint.sdc
export NUM_CORES = 4
export LEC_CHECK = 1
export CORE_UTILIZATION = 50
File: constraint.sdc
current_design slink_bist_regs_top

set clk_period 5.6
set clk_io_pct 0.2

create_clock -name clk0 -period $clk_period [get_ports {RegClk}]

set non_clock_inputs [all_inputs -no_clocks]
set_input_delay [expr $clk_period * $clk_io_pct] -clock clk0 $non_clock_inputs
set_output_delay [expr $clk_period * $clk_io_pct] -clock clk0 [all_outputs]
File: design.v
module slink_bist_regs_top #(
  parameter    ADDR_WIDTH = 8
)(
  output wire         swi_swreset,
  output wire         swi_bist_tx_en,
  output wire         swi_bist_rx_en,
  output wire         swi_bist_reset,
  output wire         swi_bist_active,
  output wire         swi_disable_clkgate,
  output wire [3:0]   swi_bist_mode_payload,
  output wire         swi_bist_mode_wc,
  output wire         swi_bist_mode_di,
  output wire [15:0]  swi_bist_wc_min,
  output wire [15:0]  swi_bist_wc_max,
  output wire [7:0]   swi_bist_di_min,
  output wire [7:0]   swi_bist_di_max,
  input  wire         bist_locked,
  input  wire         bist_unrecover,
  input  wire [15:0]  bist_errors,
  output reg  [31:0]  debug_bus_ctrl_status,
  input  wire RegReset,
  input  wire RegClk,
  input  wire PSEL,
  input  wire PENABLE,
  input  wire PWRITE,
  output wire PSLVERR,
  output wire PREADY,
  input  wire [(ADDR_WIDTH-1):0] PADDR,
  input  wire [31:0] PWDATA,
  output wire [31:0] PRDATA
);
  wire dft_core_scan_mode = 1'b0;
  wire dft_iddq_mode = 1'b0;
  wire dft_hiz_mode = 1'b0;
  wire dft_bscan_mode = 1'b0;
  wire [(ADDR_WIDTH-1):0] RegAddr_in;
  reg  [(ADDR_WIDTH-1):0] RegAddr;
  wire [31:0] RegWrData_in;
  reg  [31:0] RegWrData;
  wire RegWrEn_in;
  reg  RegWrEn_pq;
  wire RegWrEn;
  assign RegAddr_in = PSEL ? PADDR : RegAddr; 
  always @(posedge RegClk or posedge RegReset) begin
    if (RegReset) begin
      RegAddr <= {(ADDR_WIDTH){1'b0}};
    end else begin
      RegAddr <= RegAddr_in;
    end
  end
  assign RegWrData_in = PSEL ? PWDATA : RegWrData; 
  always @(posedge RegClk or posedge RegReset) begin
    if (RegReset) begin
      RegWrData <= 32'h00000000;
    end else begin
      RegWrData <= RegWrData_in;
    end
  end
  assign RegWrEn_in = PSEL & PWRITE;
  always @(posedge RegClk or posedge RegReset) begin
    if (RegReset) begin
      RegWrEn_pq <= 1'b0;
    end else begin
      RegWrEn_pq <= RegWrEn_in;
    end
  end
  assign RegWrEn = RegWrEn_pq & PENABLE;
  assign PREADY  = 1'b1;
  wire [31:0] SWRESET_reg_read;
  reg         reg_swreset;
  always @(posedge RegClk or posedge RegReset) begin
    if(RegReset) begin
      reg_swreset                            <= 1'h1;
    end else if(RegAddr == 'h0 && RegWrEn) begin
      reg_swreset                            <= RegWrData[0];
    end else begin
      reg_swreset                            <= reg_swreset;
    end
  end
  assign SWRESET_reg_read = {31'h0,
          reg_swreset};
  assign swi_swreset = reg_swreset;
  wire [31:0] BIST_MAIN_CONTROL_reg_read;
  reg         reg_bist_tx_en;
  reg         reg_bist_rx_en;
  reg         reg_bist_reset;
  reg         reg_bist_active;
  reg         reg_disable_clkgate;
  always @(posedge RegClk or posedge RegReset) begin
    if(RegReset) begin
      reg_bist_tx_en                         <= 1'h0;
      reg_bist_rx_en                         <= 1'h0;
      reg_bist_reset                         <= 1'h0;
      reg_bist_active                        <= 1'h0;
      reg_disable_clkgate                    <= 1'h0;
    end else if(RegAddr == 'h4 && RegWrEn) begin
      reg_bist_tx_en                         <= RegWrData[0];
      reg_bist_rx_en                         <= RegWrData[1];
      reg_bist_reset                         <= RegWrData[2];
      reg_bist_active                        <= RegWrData[3];
      reg_disable_clkgate                    <= RegWrData[4];
    end else begin
      reg_bist_tx_en                         <= reg_bist_tx_en;
      reg_bist_rx_en                         <= reg_bist_rx_en;
      reg_bist_reset                         <= reg_bist_reset;
      reg_bist_active                        <= reg_bist_active;
      reg_disable_clkgate                    <= reg_disable_clkgate;
    end
  end
  assign BIST_MAIN_CONTROL_reg_read = {27'h0,
          reg_disable_clkgate,
          reg_bist_active,
          reg_bist_reset,
          reg_bist_rx_en,
          reg_bist_tx_en};
  assign swi_bist_tx_en = reg_bist_tx_en;
  assign swi_bist_rx_en = reg_bist_rx_en;
  assign swi_bist_reset = reg_bist_reset;
  assign swi_bist_active = reg_bist_active;
  assign swi_disable_clkgate = reg_disable_clkgate;
  wire [31:0] BIST_MODE_reg_read;
  reg [3:0]   reg_bist_mode_payload;
  reg         reg_bist_mode_wc;
  reg         reg_bist_mode_di;
  always @(posedge RegClk or posedge RegReset) begin
    if(RegReset) begin
      reg_bist_mode_payload                  <= 4'h0;
      reg_bist_mode_wc                       <= 1'h0;
      reg_bist_mode_di                       <= 1'h0;
    end else if(RegAddr == 'h8 && RegWrEn) begin
      reg_bist_mode_payload                  <= RegWrData[3:0];
      reg_bist_mode_wc                       <= RegWrData[4];
      reg_bist_mode_di                       <= RegWrData[5];
    end else begin
      reg_bist_mode_payload                  <= reg_bist_mode_payload;
      reg_bist_mode_wc                       <= reg_bist_mode_wc;
      reg_bist_mode_di                       <= reg_bist_mode_di;
    end
  end
  assign BIST_MODE_reg_read = {26'h0,
          reg_bist_mode_di,
          reg_bist_mode_wc,
          reg_bist_mode_payload};
  assign swi_bist_mode_payload = reg_bist_mode_payload;
  assign swi_bist_mode_wc = reg_bist_mode_wc;
  assign swi_bist_mode_di = reg_bist_mode_di;
  wire [31:0] BIST_WORD_COUNT_VALUES_reg_read;
  reg [15:0]  reg_bist_wc_min;
  reg [15:0]  reg_bist_wc_max;
  always @(posedge RegClk or posedge RegReset) begin
    if(RegReset) begin
      reg_bist_wc_min                        <= 16'ha;
      reg_bist_wc_max                        <= 16'h64;
    end else if(RegAddr == 'hc && RegWrEn) begin
      reg_bist_wc_min                        <= RegWrData[15:0];
      reg_bist_wc_max                        <= RegWrData[31:16];
    end else begin
      reg_bist_wc_min                        <= reg_bist_wc_min;
      reg_bist_wc_max                        <= reg_bist_wc_max;
    end
  end
  assign BIST_WORD_COUNT_VALUES_reg_read = {          reg_bist_wc_max,
          reg_bist_wc_min};
  assign swi_bist_wc_min = reg_bist_wc_min;
  assign swi_bist_wc_max = reg_bist_wc_max;
  wire [31:0] BIST_DATA_ID_VALUES_reg_read;
  reg [7:0]   reg_bist_di_min;
  reg [7:0]   reg_bist_di_max;
  always @(posedge RegClk or posedge RegReset) begin
    if(RegReset) begin
      reg_bist_di_min                        <= 8'h20;
      reg_bist_di_max                        <= 8'hf0;
    end else if(RegAddr == 'h10 && RegWrEn) begin
      reg_bist_di_min                        <= RegWrData[7:0];
      reg_bist_di_max                        <= RegWrData[15:8];
    end else begin
      reg_bist_di_min                        <= reg_bist_di_min;
      reg_bist_di_max                        <= reg_bist_di_max;
    end
  end
  assign BIST_DATA_ID_VALUES_reg_read = {16'h0,
          reg_bist_di_max,
          reg_bist_di_min};
  assign swi_bist_di_min = reg_bist_di_min;
  assign swi_bist_di_max = reg_bist_di_max;
  wire [31:0] BIST_STATUS_reg_read;
  assign BIST_STATUS_reg_read = {          bist_errors,
          14'd0,  
          bist_unrecover,
          bist_locked};
  wire [31:0] DEBUG_BUS_CTRL_reg_read;
  reg         reg_debug_bus_ctrl_sel;
  wire         swi_debug_bus_ctrl_sel;
  always @(posedge RegClk or posedge RegReset) begin
    if(RegReset) begin
      reg_debug_bus_ctrl_sel                 <= 1'h0;
    end else if(RegAddr == 'h18 && RegWrEn) begin
      reg_debug_bus_ctrl_sel                 <= RegWrData[0];
    end else begin
      reg_debug_bus_ctrl_sel                 <= reg_debug_bus_ctrl_sel;
    end
  end
  assign DEBUG_BUS_CTRL_reg_read = {31'h0,
          reg_debug_bus_ctrl_sel};
  assign swi_debug_bus_ctrl_sel = reg_debug_bus_ctrl_sel;
  wire [31:0] DEBUG_BUS_STATUS_reg_read;
  always @(*) begin
    case(swi_debug_bus_ctrl_sel)
      'd0 : debug_bus_ctrl_status = {bist_errors, 14'd0, bist_unrecover, bist_locked};
      default : debug_bus_ctrl_status = 32'd0;
    endcase
  end 
  assign DEBUG_BUS_STATUS_reg_read = {          debug_bus_ctrl_status};
  reg [31:0] prdata_sel;
  always @(*) begin
    case(RegAddr)
      'h0    : prdata_sel = SWRESET_reg_read;
      'h4    : prdata_sel = BIST_MAIN_CONTROL_reg_read;
      'h8    : prdata_sel = BIST_MODE_reg_read;
      'hc    : prdata_sel = BIST_WORD_COUNT_VALUES_reg_read;
      'h10   : prdata_sel = BIST_DATA_ID_VALUES_reg_read;
      'h14   : prdata_sel = BIST_STATUS_reg_read;
      'h18   : prdata_sel = DEBUG_BUS_CTRL_reg_read;
      'h1c   : prdata_sel = DEBUG_BUS_STATUS_reg_read;
      default : prdata_sel = 32'd0;
    endcase
  end
  assign PRDATA = prdata_sel;
  reg pslverr_pre;
  always @(*) begin
    case(RegAddr)
      'h0    : pslverr_pre = 1'b0;
      'h4    : pslverr_pre = 1'b0;
      'h8    : pslverr_pre = 1'b0;
      'hc    : pslverr_pre = 1'b0;
      'h10   : pslverr_pre = 1'b0;
      'h14   : pslverr_pre = 1'b0;
      'h18   : pslverr_pre = 1'b0;
      'h1c   : pslverr_pre = 1'b0;
      default : pslverr_pre = 1'b1;
    endcase
  end
  assign PSLVERR = pslverr_pre;
endmodule
==> flow_summary.yaml <==
# generated from flow reports
status:
  run_status: "completed"
die:
  ios: 189
  die_w_um: 98.1
  fp_util_pct: 52.2
  chipArea_um2: 9630
  core_area_um2: 8850
  rows: 34
  die_h_um: 98.1
drt:
  antenna_cells: 0
  vias: 3330
  drt_iter0_markers: 115
  ant_nets: 0
  wirelength_mm: 10.5
  wl_per_cell_um: 17.1
  dr.pass1.iters: 25
  vias_per_cell: 5.42
  post-route-drc-count: 0
cells_and_area:
  fill_cells: 615
  final_util_pct: 74.5
  drive_gt1_share_pct: 29.2
  finalNonFillerCells: 614
  stdcell_area_um2: 6590
  layout_top_cell: "clkdlybuf4s50_1"
  seqCellArea_um2: 2570
  combGateArea_um2: 1920
  area_delta_synth_final_pct: 42.7
  mostFrequentLayoutCells: "clkdlybuf4s50_1, mux2_2, dfrtp_1"
setup_path:
  crit_buf_inv: 2
  arrival_ps: 2670
  critical_path_required_ps: 4480
  cp_slowest_stage_delay_ps: 480
  crit_slowest_cell: "clkdlybuf4s50_1"
  crit_family: "simple AND/OR/NAND/NOR gates"
  start_kind: "register"
  end_kind: "output pin"
  path_cells: "nor2_1 -> nand3_1 -> nor3b_4 -> buf_4 -> a22o_1 -> clkdlybuf4s50_1"
  critPathKind: "register to output pin"
  critPathMaxFanout: 26
clocking:
  cts_hold_buf: 0
  cts_root_buf: "clkbuf_8"
  cts.htree.levels: 3
  clock_path_buffers: 2
  post_cts_resized: 0
  cts_buffers: 9
  post-cts-setup-buffers: 0
  cts.sinks: 102
  clkTransAtPathRegs_ps: 100
  clock_latency_ps: 360
  cts_tree: "built"
pwr:
  p_leak_nw: 2.82
  p_total_mw: 1.42
  irDropWorstVdd_mv: 0.202
  p_per_area_nw_per_um2: 216
logic_synthesis:
  ys_cells: 330
  ys.flops: 102
  topCellsByArea: "dfrtp_1, mux2_2, dfstp_2"
  syn_area_um2: 4620
  largest_area_cell: "dfrtp_1"
  syn_area_per_cell_um2: 14.0
  top_area_share_pct: 49.3
  synth_cell_types: 33
  yosys_area_um2: 4620
  yosys_warnings: 1
  netlist_instances: 330
  ys_seq_share_pct: 55.5
final_timing:
  worstMarginPinSlew_ps: 768
  rsz0062_at_grt: "false"
  fin_crit_sh_pct: 67.6
  setup_tns_ps: 0
  slew_headroom_pct: 48.8
  final_max_slew_viol_count: 0
  fmax_ghz: 0.264
  min_period_ps: 3790
  finClkSkew_ps: 12.5
  hold_viol: 0
  setup_ws_ps: 1810
  setup_viol: 0
  holdWs_ps: 503
global_route:
  grt_util_all_layers_pct: 24.0
  grt_max_degree: 65
  grt_remaining_overflow: 0
  grt_pass1_vias: 3325
  antenna_found_initial: 0
  grt_first_pass_wirelength_mm: 17.4
job:
  tool_warnings: 26
  drv_cap: 0
placement:
  numPortBuffers: 173
  place_area_um2: 6400
  dp_hpwl_mm: 7.41
  pre_cts_ws_ps: 1980
  gp_congestion: 0.826
  dp.cells: 598
min_path:
  min_path_type: "register to register"
area by class of cell:
class / instances / area share, %
Tap cell: 108 / 2.05
Multi-Input combinational cell: 207 / 29.1
Clock inverter: 6 / 0.949
Inverter: 1 / 0.0949
Sequential cell: 102 / 38.9
Timing Repair Buffer: 180 / 27.0
Clock buffer: 10 / 1.94
power by group:
group          internal [mW]  switching (mW)
combinational          0.114          0.0498
sequential             0.779          0.0390
clock                  0.175           0.266
total                   1.07           0.354
cell usage after synthesis:
cell	number
o2bb2ai_1	3
mux2_4	5
nor2_2	1
nor2b_1	19
a221o_1	1
mux2i_1	1
nand2_1	7
nor4_4	1
a22o_1	27
nor3_2	1
nand3_2	1
a22oi_1	4
mux2_2	100
dfrtp_1	91
clkbuf_1	7
inv_1	1
buf_2	5
a31oi_1	1
mux4_2	1
dfstp_2	11
a21oi_1	1
nand3_1	2
o41ai_1	1
nand2b_1	1
nor2_1	7
buf_4	18
conb_1	2
nand4_1	1
nor3_1	2
or3_1	1
and2_1	1
buf_1	3
nor3b_2	2
worst reg2reg max path, cell delays in order, from the launching register on:
cell,delay (ps)
dfrtp_1,470
nor4_4,440
nand3_2,210
nor2_4,160
buf_4,410
mux2_2,420
sequential cells by signal, summed over array words and instances, names as in the netlist, 4 cells and up:
signal / count
reg_bist_wc_max: 16
reg_bist_wc_min: 16
RegAddr: 8
RegWrData: 32
reg_bist_di_max: 8
reg_bist_mode_payload: 4
reg_bist_di_min: 8
path summary, 6_finish.rpt:
check,from,endpoint,slack [ps],cells after the start
max in group asynchronous,RegReset,reg_bist_wc_max[2],3330,3
setup reg to reg,RegAddr[4],reg_bist_wc_max[4],3370,5
setup / recovery,RegAddr[0],PRDATA[28],1810,6
hold reg to reg,RegWrData[31],reg_bist_wc_max[15],500,1
hold / removal,RegWrData[31],reg_bist_wc_max[15],500,1
min in group asynchronous,RegReset,reg_bist_wc_min[14],1260,2
logic make-up (layout without fill, tap and decap cells):
family	after synthesis	count (layout)	synth area share (%)
other	2	15	0.163
flip-flops	102	102	55.5
AND-OR/OR-AND	38	38	6.99
AND/OR/NAND/NOR	47	47	6.26
multiplexers	107	107	26.7
buffers and inverters	34	197	4.36
per-layer routing:
layer | GRT usage, % | up-vias | wire length, um
met4 | 3.90 | 0 | 223
met2 | 37.2 | 134 | 4950
met5 | 0 | - | 0
met1 | 37.7 | 1670 | 4610
li1 | - | 1510 | -
met3 | 5.45 | 16 | 741
Power and IR drop assume default switching activity.
