File: design.v
module slink_generic_rx_router #(
  parameter NUM_CHANNELS      = 8,
  parameter RX_APP_DATA_WIDTH = 64
)(
  input  wire                           clk,
  input  wire                           reset,
  input  wire                           rx_sop,
  input  wire [7:0]                     rx_data_id,
  input  wire [15:0]                    rx_word_count,
  input  wire [RX_APP_DATA_WIDTH-1:0]   rx_app_data,
  input  wire                           rx_valid,
  input  wire                           rx_crc_corrupted,
  input  wire [(NUM_CHANNELS*8)-1:0]    swi_ch_sp_min,
  input  wire [(NUM_CHANNELS*8)-1:0]    swi_ch_sp_max,
  input  wire [(NUM_CHANNELS*8)-1:0]    swi_ch_lp_min,
  input  wire [(NUM_CHANNELS*8)-1:0]    swi_ch_lp_max,
  output wire [NUM_CHANNELS-1:0]        rx_sop_ch,
  output wire [(NUM_CHANNELS*8)-1:0]    rx_data_id_ch,
  output wire [(NUM_CHANNELS*16)-1:0]   rx_word_count_ch,
  output wire [(NUM_CHANNELS*
                RX_APP_DATA_WIDTH)-1:0] rx_app_data_ch,
  output wire [NUM_CHANNELS-1:0]        rx_valid_ch,
  output wire [NUM_CHANNELS-1:0]        rx_crc_corrupted_ch
);
localparam  NUM_CHANNELS_CLOG2  = $clog2(NUM_CHANNELS);
reg   [NUM_CHANNELS-1:0]  ch_sel;
wire  [NUM_CHANNELS-1:0]  ch_sel_in;
wire                      ch_update;
wire                      enable_ff2;
always @(posedge clk or posedge reset) begin
  if(reset) begin
    ch_sel       <= {NUM_CHANNELS_CLOG2{1'b0}};
  end else begin
    ch_sel       <= ch_sel_in;
  end
end
assign ch_update  = rx_sop && rx_valid;
genvar index;
generate
  for(index = 0; index < NUM_CHANNELS; index = index + 1) begin : gen_indexes
    assign ch_sel_in[index]        = ch_update ?  ((rx_data_id >= swi_ch_sp_min[((index+1)*8)-1:(index*8)]) &&
                                                   (rx_data_id <= swi_ch_sp_max[((index+1)*8)-1:(index*8)])) ||
                                                  ((rx_data_id >= swi_ch_lp_min[((index+1)*8)-1:(index*8)]) &&
                                                   (rx_data_id <= swi_ch_lp_max[((index+1)*8)-1:(index*8)]))   : ch_sel[index];
    assign rx_sop_ch[index]                                                               = rx_sop            && ch_sel_in[index];
    assign rx_valid_ch[index]                                                             = rx_valid          && ch_sel_in[index];
    assign rx_crc_corrupted_ch[index]                                                     = rx_crc_corrupted  && ch_sel_in[index];
    assign rx_data_id_ch[((index+1)*8)-1:(index*8)]                                       = rx_data_id;
    assign rx_word_count_ch[((index+1)*16)-1:(index*16)]                                  = rx_word_count;
    assign rx_app_data_ch[((index+1)*RX_APP_DATA_WIDTH)-1:(index*RX_APP_DATA_WIDTH)]      = rx_app_data;
  end
endgenerate
endmodule
File: run.sh
#!/bin/bash
# OpenROAD 26Q1-2900-gdf79404cd8, Yosys 0.63+post, stock flow scripts
make -C /OpenROAD-flow-scripts/flow DESIGN_CONFIG=/design/flow/config.mk WORK_HOME=/design/flow/orfs finish
File: config.mk
export PLATFORM = sky130hd
export DESIGN_NAME = slink_generic_rx_router
export DESIGN_NICKNAME = slink_generic_rx_router
export VERILOG_FILES = /design/flow/design.v
export SDC_FILE = /design/flow/constraint.sdc
export NUM_CORES = 4
export LEC_CHECK = 1
export CORE_AREA = 10 10 414 414
export DIE_AREA = 0 0 424 424
File: constraint.sdc
current_design slink_generic_rx_router

set clk_period 4.1
set clk_io_pct 0.2

create_clock -name clk0 -period $clk_period [get_ports {clk}]

set non_clock_inputs [all_inputs -no_clocks]
set_input_delay [expr $clk_period * $clk_io_pct] -clock clk0 $non_clock_inputs
set_output_delay [expr $clk_period * $clk_io_pct] -clock clk0 [all_outputs]
==> flow_results.org <==
#+TITLE: Implementation results

** Hold path
- In this run the worst hold path is classified as reg2reg.
- Hold analysis shows the worst path with a depth of 2.

** Yosys
- Proportion of synthesized area in mux cells :: 0%
- Post-synthesis instance area :: 12100 um^2
- The synthesis report lists the Yosys warning total as 1.
- Post-synth seq share :: between 1.5 and 2%
- Flops after synth :: 8
- Looking at area per cell type in the netlist, the leader is buf_4.
- For reference, the top logic cell family by area is buffers and inverters.
- Counting every instance in the synthesized netlist gives 1648.
- For reference, the top cells by area after synthesis are buf_4 44%, ha_1 27%, inv_1 7.3%, a21oi_1 4.5%, o21ai_0 2.5%.
- For reference, simple AND, OR, NAND and NOR cells occupy under 10% of the area reported after synthesis.
- Yosys stat chip area :: roughly 12000 um^2
- Syn_area_per_cell :: 7.33 um^2
- Of the total synthesized cell area, the portion taken by XOR and XNOR cells is 0%.
- The synthesized netlist devotes a little over a quarter of its cell area to adder and majority cells.
- Of the total synthesized cell area, the portion taken by AND-OR and OR-AND cells is 11.8%.
- # Cells Yosys :: between 1500 and 2000
- After synthesis, the netlist uses 33 different library cells.
- Yosys reports that the leading cell type by area covers 43.8% of the netlist area.

** Clock tree
- The clock net in this run drives a total of 8 sinks.
- For this design, the CTS-stage hold fixing added 0 buffers.
- TritonCTS built the clock tree.
- Worst-Skew Late Latency :: approximately 260 ps
- In this run the number of H-tree levels came out at 1.
- Root Driver :: clkbuf_16
- Maximum root-to-sink buffer count :: 2
- Clock transition at path regs :: about 80 ps
- Number of clock buffers inserted by TritonCTS :: 3

** Status
- Run status :: completed

** Die
- Number of primary I/O pins :: approximately 1100
- Area of the placeable core :: 163000 um^2
- The initial utilization of the core area, before any placement, comes to ~7.4%.
- Site Rows :: approximately 150
- The die is about 420 um wide.
- Chip area :: ~180000 um^2
- Y dimension of the die :: around 420 um

** Routing
- For this run, design rule violations remaining after detail routing come to 0.
- The routed layout has 8720 vias.
- The detail route stage leaves a number of antenna-violating nets equal to 0.
- Routed WL per cell :: 16.5 um
- Vias per std cell :: 2.43
- Once iteration 0 of detailed routing completed, the report listed about 340 DRC markers.
- The first TritonRoute pass finished after 4 iterations.
- Summed over all layers, the routed wires come to 58.9 mm.

** Job
- Tally of OpenROAD warnings :: 26
- The report counts max-capacitance violations totalling 0.

** Timing
- Final Max-Slew Violation Tally :: 0
- Endpoints failing hold in the final report were tallied at 0.
- The worst pin sits at a relative slew slack of between 60% and 70%.
- Min cycle time layout :: between 3000 and 4000 ps
- Final setup violating endpoints :: 0
- Slew of the pin with the lowest slew margin :: 484 ps
- Post-layout period usage of the worst path :: approximately 98%
- After layout, the setup clock skew is reported as 0 ps.
- Peak Freq :: about 250 MHz
- Hold timing on the final database bottoms out at a slack of roughly 530 ps.

** Placed design
- After detailed placement, the total cell area comes to between 10000 and 15000 um^2.
- Final RePlAce weighted congestion :: 0.770
- The count of buffers added on input and output ports is 356.
- According to the dpl log, the detail-placed design has an HPWL of 52.4 mm.

** Global routing
- The number of antenna violations at the first check in global routing was 21.
- First-pass GRT wire length :: about 76 mm
- Remaining global-route overflow :: 0
- Pin count of the biggest net entering global routing :: 23
- The number of global-route vias before repair came to approximately 9000.
- Summed over all routing layers, the global router reports a total usage of approximately 6.2%.

** Pwr
- Tot Pwr :: ~1.7 mW
- The worst-case IR drop observed on VDD is about 0.000098 V.
- Static leakage :: roughly 6.3 nW
- The flow reported a cell area power density of between 100 and 150 nW/um^2.

** Worst setup path
- On the critical path, the stage with the largest delay is an instance of clkdlybuf4s50_1.
- The worst setup path is captured at an output pin.
- Measured in cells, the most critical reg-to-reg path has a length of 2.
- Data on the critical path arrives at its endpoint at between 3000 and 4000 ps.
- STA lists the maximum fanout along the critical path as 14.
- Required time reported for the critical path endpoint :: 3280 ps
- The worst setup path is launched from an input port.
- In this run the critical path is formed by buf_4, buf_12, buf_4, ha_1, and3_4, a2111oi_4, o21ai_2, a32oi_2, buf_12, nor2_1, clkdlybuf4s50_1.
- CP peak stage delay :: roughly 410 ps
- Reg2Reg Setup Slack :: approximately 3300 ps
- The setup path with the least slack is of type in2out.

** Final layout
- In this run the layout overhead on the synthesized area is reported as 21.6%.
- Fill cells in the final layout number 19000.
- The layout summary lists the proportion of cells stronger than drive strength 1 as between 10% and 20%.
- Summing all non-filler instances in the final layout gives an area of about 15000 um^2.
- Multi-input logic area :: between 6000 and 7000 um^2
- Area of all sequential standard cells :: ~200 um^2
## logic make-up (layout without fill, tap and decap cells)
family / after synthesis / in the layout
adders and majority gates: 256 / 256
AOI/OAI and AO/OA: 230 / 230
DFF: 8 / 8
other: 0 / 8
buffers and inverters: 944 / 696
and+or+nand+nor: 210 / 210
## Yosys cell counts, drive strengths merged
| cell | n |
|---|---|
| a211oi | 4 |
| and3 | 6 |
| a31oi | 1 |
| clkbuf | 2 |
| a21o | 9 |
| or3 | 1 |
| ha | 256 |
| nor3 | 1 |
| dfrtp | 8 |
| o22ai | 3 |
| a21oi | 109 |
| o21ai | 67 |
| nor2 | 42 |
| nand3 | 5 |
| nand4 | 45 |
| and2 | 1 |
| buf | 707 |
| or2 | 6 |
| nand2b | 3 |
| inv | 235 |
| nor2b | 27 |
| a32oi | 8 |
| o31ai | 2 |
| nand2 | 65 |
| a2111oi | 6 |
| nor3b | 8 |
| o211ai | 21 |
## final cells by class
cell class | count | share of cell area (%)
well taps | 2175 | 18.5
repair buffers | 458 | 32.2
flip-flops and latches | 8 | 1.36
diodes | 8 | 0.136
multi-input cells | 696 | 41.2
clock buffers | 3 | 0.511
inverters | 235 | 6.09
## how the worst max path moves through the flow
stage / from / to / depth (start not counted)
CTS: rx_data_id[7] / rx_sop_ch[1] / 10
global route: swi_ch_lp_min[6] / rx_sop_ch[0] / 10
finish: rx_data_id[7] / rx_sop_ch[2] / 11
## per-layer routing
| layer | share of wire, % | GRT usage [%] | vias to the layer above |
|---|---|---|---|
| met5 | 0.65 | 1.26 | - |
| met3 | 14 | 3.72 | 178 |
| met2 | 42 | 9.08 | 614 |
| li1 | - | - | 4211 |
| met4 | 4.4 | 2.16 | 28 |
| met1 | 39 | 7.31 | 3689 |
## timing repair
item / CTS / global route
gates resized: 61 / 49
pin swaps: 27 / 31
gates cloned: 0 / 0
setup buffers: 13 / 10
endpoints found under the setup margin: 24 / 22
## cells in the final DEF, fill, tap and decap left out, types with 6 or more instances in the layout
cell	count
a21o_1	9
a21oi_1	103
buf_12	28
buf_4	71
buf_6	10
clkdlybuf4s50_1	337
dfrtp_1	8
diode_2	8
dlymetal6s2s_1	7
ha_1	250
ha_4	6
inv_1	232
nand2_1	63
nand4_1	45
nor2_1	36
nor2b_1	25
nor3b_2	6
o211ai_1	21
o21ai_0	44
o21ai_1	13
o21ai_2	8
## power breakdown
part	leakage [nW]	switching (mW)	internal (mW)
combinational	6.12	0.625	0.740
sequential	0.0920	0.0116	0.0972
clock	0.0370	0.0983	0.130
## per-stage QoR
stage / util [%] / TNS (ps) / worst slack [ps] / instances
floorplan: - / 0 / 578 / 1648
global placement: 8.60 / -13980 / -887 / 3555
CTS: 8.85 / -0.899 / -0.899 / 3567
detailed placement: 8.60 / -13060 / -861 / 3555
finish: 9.03 / 0 / 100 / 3583
global route: 9.02 / -15.5 / -9.16 / 3576
## critical path, delay by kind of cell
kind | cells | cell delay (ps)
AOI/OAI and AO/OA | 3 | 700
adders and majority gates | 1 | 290
buffers and inverters | 5 | 1050
and+or+nand+nor | 2 | 240
Power figures rest on the tool's default switching activity, not on a simulated workload.
